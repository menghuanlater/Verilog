### flow/config.mk
export PLATFORM = sky130hd
export DESIGN_NAME = Stall
export DESIGN_NICKNAME = Stall
export VERILOG_FILES = /design/flow/design.v
export SDC_FILE = /design/flow/constraint.sdc
export NUM_CORES = 4
export LEC_CHECK = 1
export CORE_AREA = 10 10 112 112
export DIE_AREA = 0 0 122 122
### flow/constraint.sdc
current_design Stall

set clk_period 7.1
set clk_io_pct 0.2

create_clock -name clk0 -period $clk_period

set non_clock_inputs [all_inputs -no_clocks]
set_input_delay [expr $clk_period * $clk_io_pct] -clock clk0 $non_clock_inputs
set_output_delay [expr $clk_period * $clk_io_pct] -clock clk0 [all_outputs]
### flow/design.v
`timescale 1ns / 1ps
module Stall(
    input [31:0] IR_D,
    input [31:0] IR_E,
    input [31:0] IR_M,
    input WriteEn_E,
    input WriteEn_M,
    output UpdateEn,
    output IF_ID_EN,
    output ID_EXE_CLR
    );
    wire [7:0] D_Type; InstrType One(IR_D,D_Type);
    wire [7:0] E_Type; InstrType two(IR_E,E_Type);
    wire [7:0] M_Type; InstrType three(IR_M,M_Type);
    wire Stall_BNL_Rs,Stall_BNL_Rt;   
    wire Stall_CAL_R_Rs,Stall_CAL_R_Rt;  
    wire Stall_CAL_I_Rs;  
    wire Stall_LOAD_Rs;   
    wire Stall_STORE_Rs;  
    wire Stall_JR_Rs;     
    wire Stall_JALR_Rs;  
    assign Stall_BNL_Rs = 
    (D_Type == 8'h03 & E_Type == 8'h01 & IR_D[25:21]!=0 & IR_D[25:21] == IR_E[15:11] & WriteEn_E) | 
    (D_Type == 8'h03 & E_Type == 8'h02 & IR_D[25:21]!=0 & IR_D[25:21] == IR_E[20:16] & WriteEn_E) |
    (D_Type == 8'h03 & E_Type == 8'h04  & IR_D[25:21]!=0 & IR_D[25:21] == IR_E[20:16] & WriteEn_E) | 
    (D_Type == 8'h03 & M_Type == 8'h04  & IR_D[25:21]!=0 & IR_D[25:21] == IR_M[20:16] & WriteEn_M);
    assign Stall_BNL_Rt = 
    (D_Type == 8'h03 & E_Type == 8'h01 & IR_D[20:16]!=0 & IR_D[20:16] == IR_E[15:11] & WriteEn_E) |
    (D_Type == 8'h03 & E_Type == 8'h02 & IR_D[20:16]!=0 & IR_D[20:16] == IR_E[20:16] & WriteEn_E) |
    (D_Type == 8'h03 & E_Type == 8'h04  & IR_D[20:16]!=0 & IR_D[20:16] == IR_E[20:16] & WriteEn_E) | 
    (D_Type == 8'h03 & M_Type == 8'h04  & IR_D[20:16]!=0 & IR_D[20:16] == IR_M[20:16] & WriteEn_M);
    assign Stall_CAL_R_Rs =
    (D_Type == 8'h01 & E_Type == 8'h04 & IR_D[25:21]!=0 & IR_D[25:21] == IR_E[20:16] & WriteEn_E);
    assign Stall_CAL_R_Rt =
    (D_Type == 8'h01 & E_Type == 8'h04 & IR_D[20:16]!=0 & IR_D[20:16] == IR_E[20:16] & WriteEn_E);
    assign Stall_CAL_I_Rs =
    (D_Type == 8'h02 & E_Type == 8'h04 & IR_D[25:21]!=0 & IR_D[25:21] == IR_E[20:16] & WriteEn_E);
    assign Stall_LOAD_Rs  =
    (D_Type == 8'h04  & E_Type == 8'h04 & IR_D[25:21]!=0 & IR_D[25:21] == IR_E[20:16] & WriteEn_E);
    assign Stall_STORE_Rs =
    (D_Type == 8'h05 & E_Type == 8'h04 & IR_D[25:21]!=0 & IR_D[25:21] == IR_E[20:16] & WriteEn_E);
    assign Stall_JR_Rs = 
    (D_Type == 8'h06 & E_Type == 8'h01 & IR_D[25:21]!=0 & IR_D[25:21] == IR_E[15:11] & WriteEn_E) | 
    (D_Type == 8'h06 & E_Type == 8'h02 & IR_D[25:21]!=0 & IR_D[25:21] == IR_E[20:16] & WriteEn_E) |
    (D_Type == 8'h06 & E_Type == 8'h04  & IR_D[25:21]!=0 & IR_D[25:21] == IR_E[20:16] & WriteEn_E) | 
    (D_Type == 8'h06 & M_Type == 8'h04  & IR_D[25:21]!=0 & IR_D[25:21] == IR_M[20:16] & WriteEn_M);
    assign Stall_JALR_Rs = 
    (D_Type == 8'h09 & E_Type == 8'h01 & IR_D[25:21]!=0 & IR_D[25:21] == IR_E[15:11] & WriteEn_E) |
    (D_Type == 8'h09 & E_Type == 8'h02 & IR_D[25:21]!=0 & IR_D[25:21] == IR_E[20:16] & WriteEn_E) |
    (D_Type == 8'h09 & E_Type == 8'h04  & IR_D[25:21]!=0 & IR_D[25:21] == IR_E[20:16] & WriteEn_E) | 
    (D_Type == 8'h09 & M_Type == 8'h04  & IR_D[25:21]!=0 & IR_D[25:21] == IR_M[20:16] & WriteEn_M);
    wire Stall; 
    assign Stall = Stall_BNL_Rs | Stall_BNL_Rt | Stall_CAL_R_Rs | Stall_CAL_R_Rt | Stall_CAL_I_Rs |
    Stall_LOAD_Rs | Stall_STORE_Rs | Stall_JR_Rs | Stall_JALR_Rs;
    assign UpdateEn = !Stall;
    assign IF_ID_EN = !Stall;
    assign ID_EXE_CLR = Stall;
endmodule
module Forward(
    input [31:0] IR_D,
    input [31:0] IR_E,
    input [31:0] IR_M,
    input [31:0] IR_W,
    input WriteEn_M,
    input WriteEn_W,
    output [1:0] ForwardRSD,
    output [1:0] ForwardRTD,
    output [1:0] ForwardRSE,
    output [1:0] ForwardRTE,
    output ForwardRTM
    );
    wire [7:0] D_Type; InstrType four(IR_D,D_Type);
    wire [7:0] E_Type; InstrType five(IR_E,E_Type);
    wire [7:0] M_Type; InstrType six(IR_M,M_Type);
    wire [7:0] W_Type; InstrType seven(IR_W,W_Type);
    parameter FR_INIT = 2'b00,FR_AO = 2'b01,FR_PC8 = 2'b10, FR_WB = 2'b11;
    assign ForwardRSD = !(D_Type == 8'h03 | D_Type == 8'h06 | D_Type == 8'h09) ? 0 :
    (M_Type == 8'h01 & IR_D[25:21]!=0 & IR_D[25:21] == IR_M[15:11] & WriteEn_M) ? 2'b01 :
    (M_Type == 8'h02 & IR_D[25:21]!=0 & IR_D[25:21] == IR_M[20:16] & WriteEn_M) ? 2'b01 :
    (M_Type == 8'h07  & IR_D[25:21]!=0 & IR_D[25:21] == 5'h1f     & WriteEn_M) ? 2'b10 :
    (M_Type == 8'h09 & IR_D[25:21]!=0 & IR_D[25:21] == IR_M[15:11] & WriteEn_M) ? 2'b10 : 0;    
    assign ForwardRTD = !(D_Type == 8'h03) ? 0 :
    (M_Type == 8'h01 & IR_D[20:16]!=0 & IR_D[20:16] == IR_M[15:11] & WriteEn_M) ? 2'b01 :
    (M_Type == 8'h02 & IR_D[20:16]!=0 & IR_D[20:16] == IR_M[20:16] & WriteEn_M) ? 2'b01 :
    (M_Type == 8'h07  & IR_D[20:16]!=0 & IR_D[20:16] == 5'h1f     & WriteEn_M) ? 2'b10 :
    (M_Type == 8'h09 & IR_D[20:16]!=0 & IR_D[20:16] == IR_M[15:11] & WriteEn_M) ? 2'b10 : 0;
    assign ForwardRSE = !(E_Type == 8'h01 | E_Type == 8'h02 | E_Type == 8'h04 | E_Type == 8'h05) ? 0 :
    (M_Type == 8'h01 & IR_E[25:21]!=0 & IR_E[25:21] == IR_M[15:11] & WriteEn_M) ? 2'b01 :
    (M_Type == 8'h02 & IR_E[25:21]!=0 & IR_E[25:21] == IR_M[20:16] & WriteEn_M) ? 2'b01 :
    (M_Type == 8'h07  & IR_E[25:21]!=0 & IR_E[25:21] == 5'h1f     & WriteEn_M) ? 2'b10 :
    (M_Type == 8'h09 & IR_E[25:21]!=0 & IR_E[25:21] == IR_M[15:11] & WriteEn_M) ? 2'b10 :
    (W_Type == 8'h01 & IR_E[25:21]!=0 & IR_E[25:21] == IR_W[15:11] & WriteEn_W) ? 2'b11 :
    (W_Type == 8'h02 & IR_E[25:21]!=0 & IR_E[25:21] == IR_W[20:16] & WriteEn_W) ? 2'b11 :
    (W_Type == 8'h07  & IR_E[25:21]!=0 & IR_E[25:21] == 5'h1f     & WriteEn_W) ? 2'b11 :
	(W_Type == 8'h09 & IR_E[25:21]!=0 & IR_E[25:21] == IR_W[15:11] & WriteEn_W) ? 2'b11 :
    (W_Type == 8'h04  & IR_E[25:21]!=0 & IR_E[25:21] == IR_W[20:16] & WriteEn_W) ? 2'b11 : 0;
    assign ForwardRTE = !(E_Type == 8'h01 | E_Type == 8'h05) ? 0 :
    (M_Type == 8'h01 & IR_E[20:16]!=0 & IR_E[20:16] == IR_M[15:11] & WriteEn_M) ? 2'b01 :
    (M_Type == 8'h02 & IR_E[20:16]!=0 & IR_E[20:16] == IR_M[20:16] & WriteEn_M) ? 2'b01 :
    (M_Type == 8'h07  & IR_E[20:16]!=0 & IR_E[20:16] == 5'h1f     & WriteEn_M) ? 2'b10 :
    (M_Type == 8'h09 & IR_E[20:16]!=0 & IR_E[20:16] == IR_M[15:11] & WriteEn_M) ? 2'b10 :
    (W_Type == 8'h01 & IR_E[20:16]!=0 & IR_E[20:16] == IR_W[15:11] & WriteEn_W) ? 2'b11 :
    (W_Type == 8'h02 & IR_E[20:16]!=0 & IR_E[20:16] == IR_W[20:16] & WriteEn_W) ? 2'b11 :
    (W_Type == 8'h07  & IR_E[20:16]!=0 & IR_E[20:16] == 5'h1f     & WriteEn_W) ? 2'b11 :
    (W_Type == 8'h09 & IR_E[20:16]!=0 & IR_E[20:16] == IR_W[15:11] & WriteEn_W) ? 2'b11 :
	(W_Type == 8'h04  & IR_E[20:16]!=0 & IR_E[20:16] == IR_W[20:16] & WriteEn_W) ? 2'b11 : 0;
    assign ForwardRTM = !(M_Type == 8'h05) ? 0 :
    (W_Type == 8'h01 & IR_M[20:16]!=0 & IR_M[20:16] == IR_W[15:11] & WriteEn_W) ?     1 : 
    (W_Type == 8'h02 & IR_M[20:16]!=0 & IR_M[20:16] == IR_W[20:16] & WriteEn_W) ?     1 :
    (W_Type == 8'h07  & IR_M[20:16]!=0 & IR_M[20:16] == 5'h1f     & WriteEn_W) ?     1 :
    (W_Type == 8'h09 & IR_M[20:16]!=0 & IR_M[20:16] == IR_W[15:11] & WriteEn_W) ?     1 : 
	(W_Type == 8'h04  & IR_M[20:16]!=0 & IR_M[20:16] == IR_W[20:16] & WriteEn_W) ? 	 1 : 0;
endmodule
module InstrType(
    input [31:0] IR,
    output [7:0] Type
    );
    assign Type = 
    {IR[31:26],IR[5:0]} == 12'b000000_100000   ? 8'h01 :
    {IR[31:26]}               == 6'b001000  ? 8'h02 :
    {IR[31:26]}               == 6'b001001 ? 8'h02 :
    {IR[31:26],IR[5:0]} == 12'b000000_100001  ? 8'h01 :
    {IR[31:26],IR[5:0]} == 12'b000000_100100   ? 8'h01 :
    {IR[31:26]}               == 6'b001100  ? 8'h02 :
    {IR[31:26]}               == 6'b000100   ? 8'h03   :
    {IR[31:26]}               == 6'b000101   ? 8'h03   :
    {IR[31:26],IR[20:16]}      == 11'b000111_00000  ? 8'h03   :
    {IR[31:26],IR[20:16]}      == 11'b000001_00001  ? 8'h03   :
    {IR[31:26],IR[20:16]}      == 11'b000001_00000  ? 8'h03   :
    {IR[31:26],IR[20:16]}      == 11'b000110_00000  ? 8'h03   :
    {IR[31:26]}               == 6'b000011   ? 8'h07  :
    {IR[31:26],IR[5:0]} == 12'b000000_001000    ? 8'h06   :
    {IR[31:26],IR[5:0]} == 12'b000000_001001  ? 8'h09 :
    {IR[31:26]}               == 6'b001111   ? 8'h02 :
    {IR[31:26]}               == 6'b100011    ? 8'h04  :
    {IR[31:26]}               == 6'b100000    ? 8'h04  :
    {IR[31:26]}               == 6'b100100   ? 8'h04  :
    {IR[31:26]}               == 6'b100001    ? 8'h04  :
    {IR[31:26]}               == 6'b100101   ? 8'h04  :
    {IR[31:26],IR[5:0]} == 12'b000000_100101    ? 8'h01 :
    {IR[31:26]}               == 6'b001101   ? 8'h02 :
    {IR[31:26],IR[5:0]} == 12'b000000_100010   ? 8'h01 :
    {IR[31:26],IR[5:0]} == 12'b000000_100011  ? 8'h01 :
    {IR[31:26]}               == 6'b101011    ? 8'h05 :
    {IR[31:26]}               == 6'b101000    ? 8'h05 :
    {IR[31:26]}               == 6'b101001    ? 8'h05 :
    {IR[31:26],IR[5:0]} == 12'b000000_100110   ? 8'h01 :
    {IR[31:26]}               == 6'b001110  ? 8'h02 :
    {IR[31:26],IR[5:0]} == 12'b000000_100111   ? 8'h01 :
    {IR[31:26],IR[5:0]} == 12'b000000_000000   ? 8'h01 :
    {IR[31:26],IR[5:0]} == 12'b000000_000100  ? 8'h01 :
    {IR[31:26],IR[5:0]} == 12'b000000_000010   ? 8'h01 :
    {IR[31:26],IR[5:0]} == 12'b000000_000110  ? 8'h01 :
    {IR[31:26],IR[5:0]} == 12'b000000_000011   ? 8'h01 :
    {IR[31:26],IR[5:0]} == 12'b000000_000111  ? 8'h01 :
    {IR[31:26],IR[5:0]} == 12'b000000_101010   ? 8'h01 :
    {IR[31:26]}               == 6'b001010  ? 8'h02 :
    {IR[31:26],IR[5:0]} == 12'b000000_101011  ? 8'h01 :
    {IR[31:26]}               == 6'b001011 ? 8'h02 :
    {IR[31:26],IR[5:0]} == 12'b000000_011000  ? 8'h01 :
    {IR[31:26],IR[5:0]} == 12'b000000_011001 ? 8'h01 :
    {IR[31:26],IR[5:0]} == 12'b000000_011010   ? 8'h01 :
    {IR[31:26],IR[5:0]} == 12'b000000_011011  ? 8'h01 :
    {IR[31:26],IR[5:0]} == 12'b000000_010000  ? 8'h01 :
    {IR[31:26],IR[5:0]} == 12'b000000_010010  ? 8'h01 :
    {IR[31:26],IR[5:0]} == 12'b000000_010001  ? 8'h02 :     
    {IR[31:26],IR[5:0]} == 12'b000000_010011  ? 8'h02 : 0;  
endmodule
### flow/run.sh
#!/bin/bash
# OpenROAD 26Q1-2900-gdf79404cd8, Yosys 0.63+post, stock flow scripts
make -C /OpenROAD-flow-scripts/flow DESIGN_CONFIG=/design/flow/config.mk WORK_HOME=/design/flow/orfs finish
==> Slide: Implementation Results <==
Flow Results at a Glance

Timing
  • Final period utilization: 0.8322
  • Setup violators final: 0
  • Max Fclk: about 170 MHz
  • Hold Fails Final Rpt: 0
  • Tmin final: roughly 6000 ps
  • RSZ-0062 raised after global routing: false
  • Worst rel slew slack: 0.6199
  • Actual slew at the worst max-slew pin: roughly 560 ps
  • Post-Route Setup TNS: 0 ps
  • Slew Limit Fails: 0

Synthesis
  • Synth top cells by count: xnor2_1 (16), xor2_1 (14), nand3_1 (12), nor2_1 (12), a21oi_1 (8)
  • Synth Instances: 159
  • Synth warn: 0
  • Top cell type by instance count after synthesis: xnor2_1
  • Number of library cell types mapped by synthesis: roughly 48
  • Area share, top type: 0.1311
  • YS chip area: around 1100 um2
  • Yosys cell count: about 160
  • Post-synth top area cell: xnor2_1
  • Synthesized area: between 1000 and 1500 um2
  • Synth Area per Inst: slightly below 7 um2
  • Synth top area cells: xnor2_1 (13%), xor2_1 (11%), nand3_1 (5.6%)
  • Sequential-to-total area share from yosys stat: 0

GRT
  • Congestion Overflow GR: 0
  • Pin count of the biggest net entering global routing: 11
  • All-Layer GR Usage: 0.05419
  • First-pass GRT wire length: between 6 and 7 mm
  • Vias in the first global route: 1345
  • Initial antenna violation count: 0

Cells and area
  • Seq. cell area: 0 um2
  • Layout cells sized above 1: 0.03704
  • Fin area: 1824 um2
  • Clk_buf instances: 0
  • Seq cells: 0
  • Area grow syn2layout: 70.73%

Routing
  • Antenna diode instance count: 0
  • WL met3: 347 um
  • DRC violations left: 0
  • Highest Signal Layer: met3
  • Wl on met1: 1.658 mm
  • Pre-antenna DRT Iters: 4
  • Routed len/inst: approximately 12 um
  • Vias: between 1000 and 1500
  • Vias/cell: approximately 3.8
  • Routed Antenna Nets: 0
  • Detail Route met2 WL: 2.248 mm
  • Final WL: 4.254 mm
  • Initial drt markers: 51

Floorplanning
  • Floorplan utilization: 0.1044
  • Core area: roughly 10000 um2
  • Die area: around 15000 um2
  • Die H: 122 um
  • I/O pin count: 101
  • Die width: between 100 and 150 um
  • Rows: 37

Pwr
  • Power share of the combinational group: 1.000
  • Clk pwr share: 0
  • Design Power: 0.08622 mW
  • Switching part of the total: 0.4237
  • Int Power: ~0.050 mW
  • P_leak: 0.6038 nW
  • Sequential share of power: 0
  • Sw Pwr: between 0.03 and 0.04 mW
  • PD cells: about 47 nW/um2
  • Max VDD drop: between 0.01 and 0.015 mV

Placement
  • Routability cong.: roughly 0.8
  • Hpwl dp: just under 4 mm
  • Area post-placement: ~1800 um2
  • Port Buf Inserts: approximately 60

Clock tree
  • Postcts setup bufs: 0
  • CTS resizes: 0
  • Post-cts hold buffer count: 0

Job
  • Max-cap check violation count: 0
  • OpenROAD warnings: roughly 73

Status
  • Status: complete, no violations

Worst setup path
  • Worst-path fanout max: 4
  • CP required: ~5700 ps
  • Setup crit start kind: primary input
  • CP endpoint kind: output port
  • Arrival time at the worst endpoint: around 4500 ps
  • Setup Crit Path Kind: primary input to output port

Min path
  • Min-Delay Path Class: primary input to output port
final cells by class:
class	instances	area [um2]
inverters	7	26.28
multi-input cells	149	1027
well taps	136	170.2
fillers	1118	8407
repair buffers	60	600.6
worst paths after layout:
path,start,to,slack [ps],cells after the start
worst max-delay path,IR_D[17],IF_ID_EN,1190,10
worst min-delay path,WriteEn_E,UpdateEn,4170,5
power groups by stage:
stage	combinational [mW]	clock [mW]	sequential, mW
4_1_cts	0.0866	0	0
5_1_grt	0.0946	0	0
6_report	0.0862	0	0
kinds of logic after synthesis:
group,synth area share
muxes,0.009368
xor gates and xnor gates,0.2459
AOI/OAI and AO/OA,0.2916
buffers and inverters,0.03865
and+or+nand+nor,0.4145
through the flow:
stage | utilization | setup WS, ps | std cells | hold WS (ps)
after floorplan | - | 2519 | 159 | 3100
after global placement | 0.1783 | 1153 | 352 | 4193
after detailed placement | 0.1783 | 1074 | 352 | 4187
after CTS | 0.1783 | 1070 | 352 | 4197
after global routing | 0.1783 | 882.9 | 352 | 4313
final | 0.1783 | 1191 | 352 | 4175
cell usage in the layout (no fill, tap or decap), drive strengths merged, types with 2 or more instances in the layout:
master         netlist  final
clkdlybuf4s50        0     60
nor3                 7      7
a311o                2      2
nor4bb               2      2
nand3b               2      2
xnor2               16     16
or2                  5      5
and3b                2      2
nand3               12     12
nor2b                5      5
o21ai                6      6
nor4b                2      2
and2                 2      2
a21o                 6      6
o31ai                3      3
a31oi                3      3
nor2                12     12
o2bb2ai              2      2
xor2                14     14
a22oi                2      2
nand2                7      7
nor4                 6      6
o22ai                2      2
inv                  7      7
a21oi                9      9
a211oi               2      2
per-layer routing:
metal / up-vias / GRT usage
met5: - / 0
met4: 0 / 0
met3: 0 / 0.01878
met2: 25 / 0.09960
met1: 610 / 0.06250
li1: 715 / -
worst max-delay path, stage by stage:
cell	delay, ps
clkdlybuf4s50_1	530
nor4_1	560
o21ai_0	200
a211oi_1	270
a211oi_1	110
and2_1	200
a21o_1	170
and4b_1	190
a311oi_1	280
clkdlybuf4s50_1	560
Power figures rest on the tool's default switching activity, not on a simulated workload.
